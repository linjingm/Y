$ cat design/flow/config.mk
export PLATFORM = sky130hd
export DESIGN_NAME = adder64
export DESIGN_NICKNAME = adder64
export VERILOG_FILES = /design/flow/design.v
export SDC_FILE = /design/flow/constraint.sdc
export NUM_CORES = 4
export LEC_CHECK = 1
export CORE_UTILIZATION = 30
$ cat design/flow/constraint.sdc
current_design adder64

set clk_period 7.8
set clk_io_pct 0.2

create_clock -name clk0 -period $clk_period

set non_clock_inputs [all_inputs -no_clocks]
set_input_delay [expr $clk_period * $clk_io_pct] -clock clk0 $non_clock_inputs
set_output_delay [expr $clk_period * $clk_io_pct] -clock clk0 [all_outputs]
$ cat design/flow/design.v
module CLA(c0,c1,c2,c3,c4,p1,p2,p3,p4,g1,g2,g3,g4);
	 input c0,g1,g2,g3,g4,p1,p2,p3,p4;
	 output c1,c2,c3,c4;
	 assign c1 = g1 ^ (p1 & c0),
	        c2 = g2 ^ (p2 & g1) ^ (p2 & p1 & c0),
			c3 = g3 ^ (p3 & g2) ^ (p3 & p2 & g1) ^ (p3 & p2 & p1 & c0),
			c4 = g4^(p4&g3)^(p4&p3&g2)^(p4&p3&p2&g1)^(p4&p3&p2&p1&c0);
endmodule 
module CLA_32(A,B,c0,S,px,gx);
     input [32:1] A;
	 input [32:1] B;
	input c0;
	output gx,px;
	output [32:1] S;
	wire c4,c8,c12,c16,c20,c24,c28;
	wire Pm1,Gm1,Pm2,Gm2,Pm3,Gm3,Pm4,Gm4,Pm5,Gm5,Pm6,Gm6,Pm7,Gm7,Pm8,Gm8;
	adder_4 adder1(
	     .x(A[4:1]),
		  .y(B[4:1]),
		  .c0(c0),
		  .c4(),
		  .F(S[4:1]),
		  .Gm(Gm1),
		  .Pm(Pm1)
	);
	adder_4 adder2(
	     .x(A[8:5]),
		  .y(B[8:5]),
		  .c0(c4),
		  .c4(),
		  .F(S[8:5]),
		  .Gm(Gm2),
		  .Pm(Pm2)
	);
    adder_4 adder3(
	     .x(A[12:9]),
		  .y(B[12:9]),
		  .c0(c8),
		  .c4(),
		  .F(S[12:9]),
		  .Gm(Gm3),
		  .Pm(Pm3)
	);
    adder_4 adder4(
	     .x(A[16:13]),
		  .y(B[16:13]),
		  .c0(c12),
		  .c4(),
		  .F(S[16:13]),
		  .Gm(Gm4),
		  .Pm(Pm4)
	);
    	adder_4 adder5(
	     .x(A[20:17]),
		  .y(B[20:17]),
		  .c0(c16),
		  .c4(),
		  .F(S[20:17]),
		  .Gm(Gm5),
		  .Pm(Pm5)
	);
	adder_4 adder6(
	     .x(A[24:21]),
		  .y(B[24:21]),
		  .c0(c20),
		  .c4(),
		  .F(S[24:21]),
		  .Gm(Gm6),
		  .Pm(Pm6)
	);
    adder_4 adder7(
	     .x(A[28:25]),
		  .y(B[28:25]),
		  .c0(c24),
		  .c4(),
		  .F(S[28:25]),
		  .Gm(Gm7),
		  .Pm(Pm7)
	);
    adder_4 adder8(
	     .x(A[32:29]),
		  .y(B[32:29]),
		  .c0(c28),
		  .c4(),
		  .F(S[32:29]),
		  .Gm(Gm8),
		  .Pm(Pm8)
	);
	assign   c4 = Gm1 ^ (Pm1 & c0),
	         c8 = Gm2 ^ (Pm2 & Gm1) ^ (Pm2 & Pm1 & c0),
			 c12 = Gm3 ^ (Pm3 & Gm2) ^ (Pm3 & Pm2 & Gm1) ^ (Pm3 & Pm2 & Pm1 & c0),
             c16 = Gm4 ^ (Pm4 & Gm3) ^ (Pm4 & Pm3 & Gm2) ^ (Pm4 & Pm3 & Pm2 & Gm1) ^ (Pm4 & Pm3 & Pm2 & Pm1 &c0),
             c20 = Gm5 ^ (Pm5 & Gm4)^(Pm5 & Pm4 & Gm3)^(Pm5 & Pm4 & Pm3 & Gm2)^(Pm5 & Pm4 & Pm3 & Pm2 & Gm1)^(Pm5 & Pm4 & Pm3 & Pm2 & Pm1 & c0),
             c24 = Gm6 ^ (Pm6 & Gm5)^(Pm6 & Pm5 & Gm4)^(Pm6 & Pm5 & Pm4 & Gm3)^(Pm6 & Pm5 & Pm4 & Pm3 & Gm2)^(Pm6 & Pm5 & Pm4 & Pm3 & Pm2 & Gm1)^(Pm6 & Pm5 & Pm4 & Pm3 & Pm2 & Pm1 & c0),
             c28 = Gm7 ^(Pm7 & Gm6)^(Pm7 & Pm6 & Gm5)^(Pm7 & Pm6 & Pm5 & Gm4)^(Pm7 & Pm6 & Pm5 & Pm4 & Gm3)^(Pm7 & Pm6 & Pm5 & Pm4 & Pm3 & Gm2)^(Pm7 & Pm6 & Pm5 & Pm4 & Pm3 & Pm2 & Gm1)^(Pm7 & Pm6 & Pm5 & Pm4 & Pm3 & Pm2 & Pm1 & c0);
    assign  px = Pm1 & Pm2 & Pm3 & Pm4 & Pm5 & Pm6 & Pm7 & Pm8,
	        gx = Gm8 ^ (Pm8 & Gm7) ^ (Pm8 & Pm7 & Gm6) ^ (Pm8 & Pm7 & Pm6 & Gm5)^ (Pm8 & Pm7 & Pm6 & Pm5 & Gm4)^ (Pm8 & Pm7 & Pm6 & Pm5 & Pm4 & Gm3)^ (Pm8 & Pm7 & Pm6 & Pm5 & Pm4 & Pm3 & Gm2)^ (Pm8 & Pm7 & Pm6 & Pm5 & Pm4 & Pm3 & Pm2 & Gm1);
endmodule 
module adder(X,Y,Cin,F,Cout);
  input X,Y,Cin;
  output F,Cout;
  assign F = X ^ Y ^ Cin;
  assign Cout = (X ^ Y) & Cin | X & Y;
endmodule 
module adder64(A,B,S,C64);
     input [64:1] A;
	 input [64:1] B;
	 output [64:1] S;
	 output C64;
	 wire px1,gx1,px2,gx2;
	 wire c32;
  CLA_32 CLA1(
      .A(A[32:1]),
		.B(B[32:1]),
		.c0(0),
		.S(S[32:1]),
		.px(px1),
		.gx(gx1)
	);
  CLA_32 CLA2(
        .A(A[64:33]),
		  .B(B[64:33]),
		  .c0(c32),
		  .S(S[64:33]),
		  .px(px2),
		  .gx(gx2)
	);
  assign c32 = gx1 ^ (px1 && 0),  
         C64 = gx2 ^ (px2 && c32);
endmodule 
module adder_4(x,y,c0,c4,F,Gm,Pm);
      input [4:1] x;
	  input [4:1] y;
	  input c0;
	  output c4,Gm,Pm;
	  output [4:1] F;
	  wire p1,p2,p3,p4,g1,g2,g3,g4;
	  wire c1,c2,c3;
	  adder adder1(
	             .X(x[1]),
					 .Y(y[1]),
					 .Cin(c0),
					 .F(F[1]),
					 .Cout()
				);
	  adder adder2(
	             .X(x[2]),
					 .Y(y[2]),
					 .Cin(c1),
					 .F(F[2]),
					 .Cout()
				);	
	  adder adder3(
	             .X(x[3]),
					 .Y(y[3]),
					 .Cin(c2),
					 .F(F[3]),
					 .Cout()
				);
	  adder adder4(
	             .X(x[4]),
					 .Y(y[4]),
					 .Cin(c3),
					 .F(F[4]),
					 .Cout()
				);		
		CLA CLA(
			.c0(c0),
			.c1(c1),
			.c2(c2),
			.c3(c3),
			.c4(c4),
			.p1(p1),
			.p2(p2),
			.p3(p3),
			.p4(p4),
			.g1(g1),
			.g2(g2),
			.g3(g3),
			.g4(g4)
		);
  assign   p1 = x[1] ^ y[1],	  
           p2 = x[2] ^ y[2],
		   p3 = x[3] ^ y[3],
		   p4 = x[4] ^ y[4];
  assign   g1 = x[1] & y[1],
           g2 = x[2] & y[2],
		   g3 = x[3] & y[3],
		   g4 = x[4] & y[4];
  assign Pm = p1 & p2 & p3 & p4,
         Gm = g4 ^ (p4 & g3) ^ (p4 & p3 & g2) ^ (p4 & p3 & p2 & g1);
endmodule 
$ cat design/flow/run.sh
#!/bin/bash
# OpenROAD 26Q1-2900-gdf79404cd8, Yosys 0.63+post, stock flow scripts
make -C /OpenROAD-flow-scripts/flow DESIGN_CONFIG=/design/flow/config.mk WORK_HOME=/design/flow/orfs finish
==> impl_metrics.csv <==
group,metric,value,unit
floorplan,rows,45,
worst_setup_path,start_kind,"input pin",
worst_setup_path,worstPathRequired,6.24,ns
finish,flops,0,
routing,viasPerCell,4.65,
final_timing,maxSlewViolCount,0,
worst_setup_path,cp-endpoint,"S[61]",
finish,lay_top_count,"clkdlybuf4s50_1",
place,pre_cts_ws,-0.293,ns
routing,drc_errors,0,
grt,grt-ovfl-total,0,
finish,seq_area,0,um^2
grt,grt_antenna_before_repair,0,
final_timing,min_period,7.65,ns
finish,syn_to_final_growth,66.7,%
worst_setup_path,arrival,6.09,ns
routing,firstDrtPassIters,4,
finish,lay_top_cells,"139 x clkdlybuf4s50_1, 88 x buf_4, 70 x xnor2_1",
final_timing,fin_crit_sh,98.1,%
grt,grt_pass1_wl,18800,um
final_timing,fmax,0.131,GHz
grt,grt_pass1_vias,4221,
flow_run,drv_cap,0,
routing,n_antenna_cell,0,
routing,wl_per_cell,12.0,um
place,post-dp-hpwl,9800,um
place,portBuffers,193,
yosys,top_area_share,17.1,%
routing,vias,4662,
place,dp_cells,976,
final_timing,final-hold-violation-count,0,
final_timing,rsz0062_at_grt,"true",
yosys,synth_cell_types,64,
flow_run,tool_warnings,33,
finish,nClkBuffers,0,
grt,grt_max_degree,11,
final_timing,setup_slack,0.147,ns
floorplan,die-height,127,um
routing,drt-initial-drc-count,145,
yosys,yosys_warnings,1,
worst_setup_path,worst-setup-path-type,"input pin to primary output",
yosys,syn_inst,601,
final_timing,maxSlewHeadroom,60.3,%
yosys,syn_area,4670,um^2
finish,final_cells,1003,
floorplan,die_w,127,um
final_timing,setup_viol,0,
yosys,ys_seq_share,0,%
run_status,status,"completed",
finish,layout-drive-gt1-share,24.4,%
worst_setup_path,startpoint,"A[45]",
grt,grt_usage,14.0,%
floorplan,dieArea,16100,um^2
place,routabilityCongestion,0.841,
yosys,syn_area_per_cell,7.78,um^2
worst_setup_path,crit_path_end_kind,"primary output",
power_and_ir_drop,p_leak,0.00355,uW
floorplan,fp.coreArea,15200,um^2
floorplan,fp-utilization,30.7,%
final_timing,tightest_slew,0.594,ns
yosys,synth-area-yosys,4670,um^2
routing,wirelength,12100,um
worst_hold_path,hold_class,"input pin to primary output",
worst_setup_path,worst-path-max-fanout,5,
power_and_ir_drop,powerDensity,83.9,nW/um^2
routing,route.antenna.remaining_nets,0,
yosys,top_area_cell,"ha_1",
floorplan,io_pins,193,
yosys,topCellsByArea,"ha_1 17%, xnor2_1 14%, buf_4 10%",
yosys,yosysCellCount,601,
clock_tree,cts_hold_buf,0,
power_and_ir_drop,irDropWorstVdd,0.0387,mV
## worst min-delay path by stage
stage / depth (start not counted) / end / slack (ns) / startpoint
CTS: 5 / S[45] / 4.03 / B[45]
global route: 3 / S[1] / 3.84 / A[1]
finish: 3 / S[1] / 3.80 / A[1]
## cells in the mapped netlist, drive strengths merged (4+ instances only)
library cell  instances
buf                  67
nor2b                10
nand2b               13
nand2                58
ha                   64
nor4                  7
clkbuf                4
fa                   16
and4                  4
o2111ai               8
nand4b                6
and2                  7
nor2                 22
a21oi                 5
inv                  51
xor2                 39
a21boi               11
nor3                  5
mux2i                13
nand3                15
or3                   7
nand4                17
and3b                14
xnor2                74
a21o                  4
o21ai                17
## where the power goes
part / total, uW / internal, uW / switching (uW)
combinational: 654 / 415 / 239
clock: 0 / 0 / 0
sequential: 0 / 0 / 0
## routing by layer
| metal | part of all wire, % | vias up | track usage [%] | routed length, um |
|---|---|---|---|---|
| met5 | 0 | - | 0 | 0 |
| met4 | 0.86 | 0 | 0.770 | 104 |
| met3 | 3.7 | 6 | 0.688 | 442 |
| met2 | 46 | 96 | 22.6 | 5530 |
| met1 | 50 | 2121 | 21.5 | 5980 |
| li1 | - | 2439 | - | - |
## metrics by stage
step / total power (uW) / instance area, um^2 / utilization [%] / hold WS [ns] / setup TNS [ns]
floorplan: 372 / 4670 / - / 3.29 / 0
global placement: 583 / 6820 / 44.8 / 4.14 / -1.01
detailed placement: 586 / 6820 / 44.8 / 4.13 / -1.24
CTS: 610 / 7090 / 46.6 / 4.03 / 0
global route: 721 / 7790 / 51.3 / 3.84 / -0.146
finish: 654 / 7790 / 51.3 / 3.80 / 0
## cells by family (layout without fill, tap and decap cells)
kind of cell	Yosys count	after routing	share of synthesized area, %
AND/OR/NAND/NOR	199	199	23.9
buffers and inverters	122	336	15.1
XOR/XNOR	116	116	22.8
adder cells (fa/ha/maj)	80	80	24.0
AND-OR/OR-AND	70	70	10.9
multiplexers	14	14	3.29
## layout make-up
class              instances  area [um^2]
fillers                 1295         7410
multi-input cells        479         4640
repair buffers           285         2730
well taps                188          235
inverters                 51          191
## timing repair
item / CTS / global route
setup buffers: 13 / 14
resized: 45 / 139
pin swaps: 26 / 58
endpoints found under the setup margin: 7 / 14
## critical path: stages
cell and delay [ns]:
clkdlybuf4s15_1 0.21, ha_2 0.22, and3b_2 0.20, o21ai_2 0.15
xor2_2 0.09, or4_4 0.50, a21oi_2 0.14, and3b_4 0.21
xnor3_1 0.35, or3_4 0.38, buf_4 0.15, nand4_1 0.13
mux2i_4 0.10, nor4_4 0.34, nand2_1 0.13, nand2_2 0.10
xor2_2 0.17, fa_2 0.46, inv_2 0.06, clkdlybuf4s50_1 0.45
Power figures rest on the tool's default switching activity, not on a simulated workload.
