File: /design/flow/config.mk
export PLATFORM = sky130hd
export DESIGN_NAME = mux128
export DESIGN_NICKNAME = mux128
export VERILOG_FILES = /design/flow/design.v
export SDC_FILE = /design/flow/constraint.sdc
export NUM_CORES = 4
export LEC_CHECK = 1
export CORE_UTILIZATION = 40
File: /design/flow/run.sh
#!/bin/bash
# OpenROAD 26Q1-2900-gdf79404cd8, Yosys 0.63+post, stock flow scripts
make -C /OpenROAD-flow-scripts/flow DESIGN_CONFIG=/design/flow/config.mk WORK_HOME=/design/flow/orfs finish
File: /design/flow/constraint.sdc
current_design mux128

set clk_period 119.5
set clk_io_pct 0.2

create_clock -name clk0 -period $clk_period [get_ports {clk}]

set non_clock_inputs [all_inputs -no_clocks]
set_input_delay [expr $clk_period * $clk_io_pct] -clock clk0 $non_clock_inputs
set_output_delay [expr $clk_period * $clk_io_pct] -clock clk0 [all_outputs]
File: /design/flow/design.v
module mux128(
            clk,rst_n,
            start,ain,bin,yout,done
        );
input clk;         
input rst_n;     
input start;      
input[127:0] ain;     
input[127:0] bin;     
output[255:0] yout;     
output done;         
reg[127:0] areg;    
reg[127:0] breg;   
reg[255:0] yout_r;    
reg done_r;
reg[8:0] i;         
always @(posedge clk or negedge rst_n)
    if(!rst_n) i <= 9'd0;
    else if(start && i < 9'd256) i <= i+1'b1; 
    else if(!start) i <= 9'd0;
always @(posedge clk or negedge rst_n)
    if(!rst_n) done_r <= 1'b0;
    else if(i == 9'd256) done_r <= 1'b1;        
    else if(i == 9'd257) done_r <= 1'b0;        
assign done = done_r;
always @(posedge clk or negedge rst_n) begin
    if(!rst_n) begin 
            areg <= 128'h0000_0000_0000_0000_0000_0000_0000_0000;
            breg <= 128'h0000_0000_0000_0000_0000_0000_0000_0000;
            yout_r <= 256'h0000_0000_0000_0000_0000_0000_0000_0000_0000_0000_0000_0000_0000_0000_0000_0000;
    end
    else if(start) begin        
            if(i == 9'd0) begin    
                    areg <= ain;
                    breg <= bin;
                end
            else if(i > 9'd0 && i < 9'd129) begin
                    if(areg[i-1]) yout_r = yout_r + ({128'h0000_0000_0000_0000_0000_0000_0000_0000,breg}<<(i-1));     
                end
        end
end
assign yout = yout_r;
endmodule
==> flow_metrics.tcl <==
# flow metrics
set metrics [dict create \
    run_status "finished clean" \
    capture_instance_of_the_worst_register_to_register_path "yout_r[239]$_DFFE_PN0P_" \
    timing.slew.headroom_pct 22.03 \
    cts-hold-fix-buffers 0 \
    peakVddDrop_v 0.00001404 \
    final_period_minus_worst_setup_slack_ns 28.38 \
    synth.area.mux_share_pct 13.06 \
    hold-path-cell-count 2 \
    floorplan.core_area_mm2 0.1261 \
    totalPowerFinal_w 0.001081 \
    cpPeakStageDelay_ns 0.69 \
    fin_worst_skew_ns 0.05654 \
    cts.repair_timing.setup_buffer_count 0 \
    total_routing_usage_gr_pct 39.87 \
    grt_pass1_vias 51680 \
    rsz0062_at_grt "no" \
    placement.io_buffers 515 \
    detail_route.first_pass.iterations 6 \
    regToRegStartpoint "i[0]$_DFFE_PN0P_" \
    post_drt_wl_per_cell_um 28.35 \
    final.setup.worst_slack_ns 91.12 \
    first_iter_violations 5301 \
    timing.critical_path.from_type "primary input" \
    grt_antenna_before_repair 16 \
    routed_wl_um 254800 \
    crit_path_max_fanout 93 \
    power.share.sequential_pct 26.2 \
    clock_power_share_pct 20.7 \
    grt_pass1_wl_um 365600 \
    grt.overflow.total 0 \
    drv_slew 0 \
    count_of_unresolved_drc_violations_after_routing 0 \
    critical-path-top-cell-by-count "buf_4" \
    detailed_place_hpwl_um 211300 \
    max_freq_mhz 35.24 \
    initCoreUtil_pct 40.50 \
    path_class "primary input to flop" \
    gp_congestion 1.107 \
    synth.cellmix.simpleShare_pct 23.84 \
    synthDistinctLibCells 93 \
    topCombFamilyByArea "simple AND/OR/NAND/NOR gates" \
    arrival_time_reported_for_the_critical_path_endpoint_ns 28.90 \
    cts_htree_levels 3 \
    p_leak_nw 26.10 \
    synth_area_per_cell_um2 7.279 \
    flow.area_growth_from_synthesis_pct 17.89 \
    top_level_ports 516 \
    count_of_flip_flops_with_a_built_in_enable_after_synthesis 0 \
    cts_resized 0 \
    clock_tree_from_tritoncts "done" \
    grt_max_degree 115 \
    cts.clk_slew.worst_paths_ns 0.06 \
    die_height_um 359.2 \
    std_cell_rows 130 \
    worstHoldPathType "flop to flop" \
    log.warning_count 40 \
    cts_buffers 69 \
    yosys_warnings 1 \
    num_vias 54440 \
    timing_hold_violations_final 0 \
    hold_path_startpoint "areg[1]$_DFFE_PN0P_" \
    post_synth_aoi_oai_area_pct 22.21 \
    design.die.area_mm2 0.1291 \
    drt-vias-per-instance 6.059 \
    fa_ha_maj_area_share_pct 6.387 \
    cell_internal_power_w 0.0005657 \
    reg2reg_depth 31 \
    ys_ff 522 \
    worst-endpoint-required_ns 120.03 \
    syn_inst 7013 \
    worst_pin_slew_ns 1.137 \
    async_flop_share_pct 100.0 \
    crit_path_end_kind "flop" \
    timing.setup.tns_ns 0 \
    max_cap_violations 0 \
    yosys.stat.chipArea_mm2 0.05105 \
    clkLatencyLatePin_ns 0.73 \
    layout-drive-gt1-share_pct 5.267 \
    timing.hold.worst_endpoint "areg[1]$_DFFE_PN0P_" \
    timing.critical_path.cells "clkdlybuf4s50_1 -> nor2b_1 -> o2111ai_4 -> buf_4 -> buf_4 -> buf_4 -> buf_4 -> buf_4 -> buf_4 -> o21ai_0" \
    synth-cells-yosys 7013 \
    critPathSlowestCell "buf_4" \
    yosys.stat.seqShare_pct 25.59 \
    clk_path_buf_depth 3 \
    switchingPower_w 0.0005150 \
    lay_top_cells "nand2_1, a21oi_1, nor2_1, o21ai_0, mux2i_1" \
    hold_slack_ns 0.4590 \
    pre_cts_slack_ns 90.52 \
    synthFlopType "dfrtp_1" \
    xor_area_share_pct 4.426 \
    final_antenna_net_count 0 \
    power-per-cell-area_mw_per_mm2 17.96 \
    die-width_um 359.2 \
    layout_worst_path_cycle_share_pct 23.75 \
    syn_area_mm2 0.05105 \
    switching_share_pct 47.65 \
    tritoncts_num_sinks 522 \
    layout.cells.most_common "nand2_1" \
    power.share.combinational_pct 53.1 \
    timing.final.setup_violations 0 \
    reg2reg_setup_slack_ns 108.26 \
    cts_root_buffer "clkbuf_16" \
]
critical path, delay by kind of cell:
| family | cells | cell delay, ns |
|---|---|---|
| buffers and inverters | 7 | 4.14 |
| AND-OR/OR-AND | 2 | 0.35 |
| AND/OR/NAND/NOR | 1 | 0.28 |
power groups by stage:
stage | Clock [W] | Combinational [W] | Sequential, W
final | 0.000224 | 0.000574 | 0.000283
after global routing | 0.000235 | 0.000610 | 0.000288
after CTS | 0.000228 | 0.000559 | 0.000283
sequential cells by signal, indices dropped and copies added, names as in the netlist:
name	count
i	9
areg	128
done_r	1
breg	128
yout_r	256
metrics by stage:
stage	instance area [um^2]	std cells	utilization, %
after floorplan	51050	7013	-
after detailed placement	57700	8853	45.77
after CTS	60170	8978	47.73
final	60190	8986	47.74
after global placement	57700	8853	45.77
after global routing	60170	8979	47.73
layout make-up:
cell class                      count  area [um^2]
Timing Repair Buffer              647         6213
Inverter                          113        426.7
Clock inverter                     34        528.0
Antenna cell                        8        20.02
Clock buffer                       91         1939
Multi-Input combinational cell   5921        35930
Sequential cell                   522        13070
Tap cell                         1650         2064
Fill cell                       12490        65870
metal layers:
layer	global-route usage [%]	vias up	wire [um]
li1	-	25440	-
met1	55.59	26250	107100
met2	61.01	2256	113600
met3	8.207	487	20260
met4	16.78	18	13680
met5	0	-	125
cells in the mapped netlist (9+ instances only):
master       n  area share, %
mux2_2      15           0.33
nand2b_1    20           0.25
xor2_1      96            1.6
o22ai_1     52           0.64
o21a_1      44           0.65
a21oi_1    696            6.8
nand4_1    155            1.9
a221oi_1    10           0.17
o31ai_1     28           0.41
a21boi_0    25           0.37
inv_1      112           0.82
or2_2       18           0.22
or3_1       21           0.26
a21o_1      88            1.3
ha_1       259            6.3
clkbuf_1   296            2.2
a211oi_1    20           0.29
o21ai_0    582            5.7
nand2_1   1575             12
mux4_2      33            1.5
o22a_1      24           0.41
buf_4        9           0.13
buf_1       55           0.40
nor3_1     150            1.5
buf_2       97           0.95
dfrtp_1    522             26
nand3_1     93           0.91
a31oi_1     34           0.42
nor4_1      28           0.34
nor2_1     663            4.9
o21bai_1   100            1.5
a311oi_1    11           0.19
and3_1      28           0.34
and4_1       9           0.15
nor2b_1     20           0.25
xnor2_1    162            2.8
o211ai_1    14           0.21
mux2i_1    575             11
or4_1       12           0.18
o21ai_1     35           0.34
and2_1      58           0.71
a22oi_1     32           0.47
logic make-up (layout without fill, tap and decap cells):
group	after synthesis	after routing
flops	522	522
compound gates	1907	1907
other cells	0	8
buf+inv	570	885
simple gates	2873	2873
mux	623	623
fa+ha+maj	260	260
xor+xnor	258	258
how the worst max path moves through the flow:
stage     startpoint                endpoint  slack (ns)
5_1_grt        start  yout_r[48]$_DFFE_PN0P_       90.77
4_1_cts        start  yout_r[30]$_DFFE_PN0P_       91.27
6_report       start  yout_r[30]$_DFFE_PN0P_       91.12
No activity file was given, so power comes from the tool's default toggle rates.
