===== ./config.mk =====
export PLATFORM = sky130hd
export DESIGN_NAME = mux256
export DESIGN_NICKNAME = mux256
export VERILOG_FILES = /design/flow/design.v
export SDC_FILE = /design/flow/constraint.sdc
export NUM_CORES = 4
export LEC_CHECK = 1
export CORE_UTILIZATION = 50

===== ./run.sh =====
#!/bin/bash
# OpenROAD 26Q1-2900-gdf79404cd8, Yosys 0.63+post, stock flow scripts
make -C /OpenROAD-flow-scripts/flow DESIGN_CONFIG=/design/flow/config.mk WORK_HOME=/design/flow/orfs finish

===== ./design.v =====
module mux256(
            clk,rst_n,
            start,ain,bin,yout,done
        );
input clk;         
input rst_n;     
input start;      
input[255:0] ain;     
input[255:0] bin;     
output[511:0] yout;     
output done;         
reg[255:0] areg;    
reg[255:0] breg;   
reg[511:0] yout_r;    
reg done_r;
reg[9:0] i;         
always @(posedge clk or negedge rst_n)
    if(!rst_n) i <= 9'd0;
    else if(start && i < 9'd256) i <= i+1'b1; 
    else if(!start) i <= 9'd0;
always @(posedge clk or negedge rst_n)
    if(!rst_n) done_r <= 1'b0;
    else if(i == 9'd256) done_r <= 1'b1;        
    else if(i == 9'd257) done_r <= 1'b0;        
assign done = done_r;
always @(posedge clk or negedge rst_n) begin
    if(!rst_n) begin 
            areg <= 256'h0000_0000_0000_0000_0000_0000_0000_0000_0000_0000_0000_0000_0000_0000_0000_0000;
            breg <= 256'h0000_0000_0000_0000_0000_0000_0000_0000_0000_0000_0000_0000_0000_0000_0000_0000;
            yout_r <= 512'h0000_0000_0000_0000_0000_0000_0000_0000_0000_0000_0000_0000_0000_0000_0000_0000_0000_0000_0000_0000_0000_0000_0000_0000_0000_0000_0000_0000_0000_0000_0000_0000;
        end
    else if(start) begin        
            if(i == 9'd0) begin    
                    areg <= ain;
                    breg <= bin;
                end
            else if(i > 9'd0 && i < 9'd257) begin
                    if(areg[i-1]) yout_r = yout_r + ({256'h0000_0000_0000_0000_0000_0000_0000_0000_0000_0000_0000_0000_0000_0000_0000_0000,breg}<<(i-1));     
                end
        end
end
assign yout = yout_r;
endmodule

===== ./constraint.sdc =====
current_design mux256

set clk_period 115.8
set clk_io_pct 0.2

create_clock -name clk0 -period $clk_period [get_ports {clk}]

set non_clock_inputs [all_inputs -no_clocks]
set_input_delay [expr $clk_period * $clk_io_pct] -clock clk0 $non_clock_inputs
set_output_delay [expr $clk_period * $clk_io_pct] -clock clk0 [all_outputs]

==> summary.txt <==
yosys + openroad results -> # Cells Yosys=14.2k, Yosys chip area=109000 um2, GRT Residual Overflow=3245, H-tree Lvls=3, PostCTS Resize Cnt=0, Clock Sink Count=1035, largest net degree at the start of global routing=182, dpl ws=88.39 ns, DP HPWL=577000 um, IO Pins=1028, Avg Inst Size Synth=7.66 um2, main flop type after synthesis=dfrtp_1, post-cts hold buffer count=0, Unique cell types=102, asr flop ratio synth=100%, global-route wire length before repair=1080000 um, Post-synth EDFFs=0, status=stopped before the end, site row count=170, Mapped Cells=14.2k, root cell of the clock tree=clkbuf_16, vias in the first global route=131k, Synth Cell Area=109000 um2, Err=[ERROR GRT-0116] Global routing finished with congestion. Check the congestion regions in the DRC Viewer., Synthesized registers=1035, dpl cells=17.4k, Max Root-Sink Buffers=3, last stage reached=global routing (5_1_grt), Die Wd=468 um, Chip Height=468 um, Tot GR Track Use=73.3%, # Post-CTS Setup Buffers=0, Post-synth seq share=23.8%, dpl cell area=122000 um2, Ys Warns=1, FP Util=50.5%, Port Buffer Count=1027, total CTS buffers=115, gpl congestion=1.31
-- synthesized netlist by cell type, drive strengths merged, types with 136 or more instances --
cell type | number | share of area, %
mux4 | 149 | 3.1
mux2 | 549 | 5.7
nand4 | 376 | 2.2
ha | 515 | 5.9
a21o | 271 | 1.9
nand3 | 136 | 0.63
nand2 | 1987 | 6.9
nor3 | 167 | 0.78
o21bai | 236 | 1.6
nor2 | 1453 | 5.0
mux2i | 1062 | 9.8
buf | 239 | 0.99
inv | 204 | 0.70
xnor2 | 321 | 2.6
dfrtp | 1035 | 24
xor2 | 207 | 1.7
o21ai | 1406 | 6.5
clkbuf | 750 | 2.6
a21oi | 1709 | 7.9
-- cell families after synthesis --
logic type      share of synthesized area [%]
xor+xnor                                 4.25
flops                                    23.8
fa+ha+maj                                5.94
buf+inv                                  4.29
compound gates                           24.7
mux                                      18.5
simple gates                             18.5
-- metal layers --
layer	track usage (%)	overflow
met1	76.9	750
met5	33.1	47
met2	87.9	1367
met4	65.0	482
met3	59.2	599
